$ cat run.sh
#!/bin/bash
# OpenROAD 26Q1-2900-gdf79404cd8, Yosys 0.63+post, stock flow scripts
make -C /OpenROAD-flow-scripts/flow DESIGN_CONFIG=/design/flow/config.mk WORK_HOME=/design/flow/orfs finish
$ cat config.mk
export PLATFORM = sky130hd
export DESIGN_NAME = lab2_i
export DESIGN_NICKNAME = lab2_i
export VERILOG_FILES = /design/flow/design.v
export SDC_FILE = /design/flow/constraint.sdc
export NUM_CORES = 4
export LEC_CHECK = 1
export CORE_AREA = 10 10 70 70
export DIE_AREA = 0 0 80 80
$ cat constraint.sdc
current_design lab2_i

set clk_period 1.0
set clk_io_pct 0.2

create_clock -name clk0 -period $clk_period

set non_clock_inputs [all_inputs -no_clocks]
set_input_delay [expr $clk_period * $clk_io_pct] -clock clk0 $non_clock_inputs
set_output_delay [expr $clk_period * $clk_io_pct] -clock clk0 [all_outputs]
$ cat design.v
module lab2_i(x3,x2,x1,x0,f0,f1,f2,f3,f4,f5,f6);
	input x3, x2, x1, x0;
	output f0, f1, f2, f3, f4, f5, f6;
	assign f0 = (~x3 & ~x2 & ~x1 & x0) | (~x3 & x2 & ~x1 & ~x0) | (x3 & x2 & ~x1 & x0) | (x3 & ~x2 & x1 & x0);
	assign f1 = (~x3 & x2 & ~x1 & x0) | (x3 & x2 & ~x0) | (x2 & x1 & ~x0) | (x3 & x1 & x0);
	assign f2 = (~x3 & ~x2 & x1 & ~x0) | (x3 & x2 & x1) | (x3 & x2 & ~x0);
assign f3 = (~x3 & x2 & ~x1 & ~x0) | (~x3 & ~x2 & ~x1 & x0) | (x2 & x1 & x0) | (x3 & ~x2 & x1 & ~x0);
assign f4 = (~x3 | ~x2) & (~x3 | ~x1) & (x2 | x0) & (~x1 | x0);
assign f5 = (~x2 | x0) & (x1 | x0) & (~x3 | x2) & (~x3 | ~x1);
assign f6 = (x3 | ~x2 | ~x1) & (~x3 | x2) & (~x3 | ~x0) & (~x1 | x0) & (x2 | ~x1);
endmodule
==> node_exporter_impl.prom <==
# HELP chip_impl_metric Flow report values
# TYPE chip_impl_metric gauge
chip_impl_metric{name="floorplan.die.width",unit="µm"} 80
chip_impl_metric{name="total_of_buffers_placed_on_input_and_output_ports",unit=""} 11
chip_impl_metric{name="worstPathMaxFanout",unit=""} 5
chip_impl_metric{name="pre_cts_slack",unit="ns"} -1.04
chip_impl_metric{name="final_hold_viol_count",unit=""} 0
chip_impl_metric{name="post-synth-top-area-fraction",unit="%"} 7.74
chip_impl_metric{name="max_cap_violations",unit=""} 0
chip_impl_metric{name="final_period_minus_worst_setup_slack",unit="ns"} 1.22
chip_impl_metric{name="flop_area",unit="µm²"} 0
chip_impl_info{name="rsz0062_at_grt",value="true"} 1
chip_impl_info{name="worst_path_max_delay_cell",value="nor3b_4"} 1
chip_impl_metric{name="drive_gt1_share",unit="%"} 84.0
chip_impl_metric{name="drtAntennaViolNets",unit=""} 0
chip_impl_metric{name="synth.yosys.seq_area_share",unit="%"} 0
chip_impl_info{name="worst_setup_path_start_kind",value="input pin"} 1
chip_impl_metric{name="first_iter_violations",unit=""} 9
chip_impl_info{name="worst_setup_path_end_kind",value="output port"} 1
chip_impl_metric{name="dieArea",unit="µm²"} 6400
chip_impl_info{name="hold_path.class",value="input pin to output port"} 1
chip_impl_metric{name="min_period_over_period",unit="%"} 122
chip_impl_metric{name="detail_route.wirelength",unit="µm"} 817
chip_impl_metric{name="achievable-frequency",unit="MHz"} 817
chip_impl_metric{name="synth_cell_types",unit=""} 23
chip_impl_metric{name="number_of_logged_tool_warnings",unit=""} 34
chip_impl_info{name="outcome",value="complete, but fails checks"} 1
chip_impl_metric{name="max_stage_delay_on_crit_path",unit="ns"} 0.17
chip_impl_metric{name="synth.yosys.num_cells",unit=""} 29
chip_impl_metric{name="vertical_die_size",unit="µm"} 80
chip_impl_metric{name="antenna_diode_count",unit=""} 0
chip_impl_metric{name="antenna_violations_before_repair",unit=""} 0
chip_impl_metric{name="power_density",unit="nW/µm²"} 390
chip_impl_metric{name="grt_first_pass_wirelength",unit="µm"} 1270
chip_impl_metric{name="first_global_vias",unit=""} 266
chip_impl_metric{name="layout.clock_buffers",unit=""} 0
chip_impl_metric{name="grt_max_degree",unit=""} 10
chip_impl_metric{name="setup_viol_count_final",unit=""} 4
chip_impl_metric{name="arrival",unit="ns"} 1.02
chip_impl_metric{name="flop-count",unit=""} 0
chip_impl_metric{name="detailed_place.area",unit="µm²"} 390
chip_impl_metric{name="timing.critical_path.buf_inv",unit=""} 4
chip_impl_metric{name="post_synth_instance_area",unit="µm²"} 194
chip_impl_metric{name="power",unit="W"} 0.000207
chip_impl_metric{name="core",unit="µm²"} 3420
chip_impl_metric{name="relSlewSlack",unit="%"} 83.5
chip_impl_metric{name="yosys.stat.chipArea",unit="µm²"} 194
chip_impl_metric{name="worst_pin_slew",unit="ns"} 0.247
chip_impl_metric{name="num_io_pins",unit=""} 11
chip_impl_info{name="most_common_cell_after_layout_fill_and_taps_aside",value="buf_4"} 1
chip_impl_metric{name="drcViolationCount",unit=""} 0
chip_impl_metric{name="global_route.usage.total",unit="%"} 2.33
chip_impl_metric{name="number_of_pins_exceeding_their_max_slew_limit_in_the_final_report",unit=""} 0
chip_impl_info{name="final_cell_mix",value="8 x buf_4, 6 x buf_2, 6 x buf_6"} 1
chip_impl_metric{name="n_fill_cell",unit=""} 387
chip_impl_info{name="largest_area_contributor_in_the_netlist",value="a21oi_1"} 1
chip_impl_metric{name="p_leak",unit="nW"} 0.226
chip_impl_metric{name="via_count",unit=""} 286
chip_impl_metric{name="accumulated_negative_setup_slack",unit="ns"} -0.594
chip_impl_metric{name="critPathRequiredTime",unit="ns"} 0.80
chip_impl_info{name="critPathTopFamily",value="buffers and inverters"} 1
chip_impl_info{name="crit_chain",value="buf_8 -> buf_6 -> nor3b_4 -> buf_4 -> a211oi_2 -> a31oi_1 -> buf_2"} 1
chip_impl_metric{name="ys.warnings.count",unit=""} 0
chip_impl_metric{name="postSynthAreaPerCell",unit="µm²"} 6.69
chip_impl_metric{name="setup_slack_after_layout",unit="ns"} -0.223
chip_impl_metric{name="syn-instance-count",unit=""} 29
chip_impl_metric{name="wl_per_cell",unit="µm"} 8.51
chip_impl_metric{name="synthToLayoutAreaGrowth",unit="%"} 174
chip_impl_metric{name="gpl.final_weighted_congestion",unit=""} 0.694
chip_impl_metric{name="post-dp-hpwl",unit="µm"} 583
chip_impl_info{name="worstSetupPathType",value="input pin to output port"} 1
chip_impl_metric{name="grt_overflow_total",unit=""} 0
chip_impl_metric{name="maximum_vdd_ir_drop",unit="µV"} 67.3
chip_impl_metric{name="layout.cell_area.non_filler",unit="µm²"} 532
chip_impl_info{name="violations",value="setup timing"} 1
chip_impl_metric{name="initial_utilization",unit="%"} 5.68
chip_impl_metric{name="finalHoldWorstSlack",unit="ns"} 0.657
chip_impl_metric{name="number_of_rows_in_the_core_area",unit=""} 21
chip_impl_metric{name="post_drt_via_cell_ratio",unit=""} 2.98
chip_impl_metric{name="firstDrtPassIters",unit=""} 2
chip_impl_info{name="synth.area.top_cells",value="a21oi_1 7.7%, buf_4 7.7%, nand2b_1 6.5%, nor3b_2 6.5%, o22ai_1 6.5%"} 1
-- cells by family after synthesis --
| kind of cell | Yosys count | share of synthesized area (%) |
|---|---|---|
| buf+inv | 5 | 18.1 |
| simple gates | 12 | 41.3 |
| xor+xnor | 1 | 4.52 |
| compound gates | 11 | 36.1 |
-- per-layer routing --
metal	vias to the layer above	share of wire (%)	GRT usage, %	wire (µm)
met3	0	2.3	0.341	19
met1	134	44	2.64	363
met5	-	0	0	0
li1	149	-	-	-
met2	3	53	4.57	435
met4	0	0	0.176	0
-- final cells by class --
cell class                 instances  area, µm²  share of cell area [%]
tap                               46       57.6                    10.8
multi-input combinational         24        235                    44.2
timing repair buffer              25        233                    43.8
inverter                           1       6.26                    1.18
-- power breakdown --
part | switching, W | internal [W]
Clock | 0 | 0
Sequential | 0 | 0
Combinational | 0.0000768 | 0.000131
Total | 0.0000768 | 0.000131
-- synth_stat cells, types with 2 or more instances --
cell type  instances
nand2_1            2
o22ai_1            2
buf_4              2
nand2b_1           2
a21oi_1            3
-- stage by stage --
| stage | utilization [%] | cells |
|---|---|---|
| 3_5_place_dp | 11.4 | 90 |
| 3_3_place_gp | 11.4 | 90 |
| 6_report | 15.6 | 96 |
| 5_1_grt | 15.6 | 96 |
| 4_1_cts | 13.8 | 94 |
| 2_1_floorplan | - | 29 |
-- final timing paths --
| path | start | end | cells past startpoint |
|---|---|---|---|
| worst max-delay path | x3 | f3 | 7 |
| worst min-delay path | x3 | f5 | 3 |
-- repair_timing --
| action | in CTS | in global routing |
|---|---|---|
| hold buffers | 0 | 0 |
| endpoints found under the setup margin | 7 | 7 |
| setup buffers | 4 | 2 |
| gates resized | 61 | 17 |
| pin swaps | 7 | 5 |
Power figures rest on the tool's default switching activity, not on a simulated workload.
