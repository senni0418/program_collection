==> ./design.v <==
module comblock(compare,enter,change,clock,reset,clock1,bit1,bit2);
	input compare, enter, change,clock,reset;
	output clock1,bit1,bit2;
	reg [2:0]y,Y;
	parameter init = 3'b000,wrong1 = 3'b001,wrong2 = 3'b010,open = 3'b100,ready=3'b101,load = 3'b110;
	always@(compare,enter,change,y)
	begin 
		case(y)
		init: if(compare == 0 && ((enter == 1 && change==0) || (enter == 0 && change==1))) Y = wrong1;
			else if (compare == 1 && enter == 1 && change==0) Y = open;
			else if (compare == 1 && enter == 0 && change==1) Y = ready;
			else Y = init;
		wrong1: if(compare == 1 && enter == 1 && change==0) Y = open;
			else if(compare == 1 && enter == 0 && change==1) Y = ready;
			else if(compare == 0 && ((enter == 1 && change==0) || (enter == 0 && change==1))) Y = wrong2;
			else Y = wrong1;
		wrong2: Y = wrong2;
		open: if (compare == 0 && ((enter == 1 && change==0) || (enter == 0 && change==1))) Y = wrong1;
			else if (compare == 1 && enter == 0 && change==1) Y = ready;
			else if (compare == 1 && enter == 1 && change==0) Y = init;
			else Y = open;
		ready: if ((enter == 1 && change==0) || (enter == 0 && change==1)) Y = load;
			else Y = ready;
		load: Y= init;
		default:Y = 3'bxxx;
		endcase
	end
	always@(posedge clock,negedge reset)
	begin
		if(reset == 0)
			y <= init;
		else
			y <= Y;
	end
	assign clock1 = (y == load);
   assign bit1 = (y == wrong2 || y == ready || y == load);
	assign bit2 = (y == open || y == ready || y == load);
endmodule	
module compare(sw,sw1,res);
	input [0:3] sw,sw1;
	output res;
	assign res = (sw == sw1);
endmodule
module display(sw,light);
	input [0:1] sw;
	output reg [0:6] light;
	always @(sw)
	begin
		case(sw)
			0: light = 7'b1111110;
			1: light = 7'b0000001;
			2: light = 7'b0001000;
			3: light = 7'b1101010;
		endcase
	end
endmodule 
module inputCon(Clock,a,Resetn,pulse);
	input Clock,a,Resetn;
	output pulse;
	reg[1:0]y,Y;
	parameter A = 2'b00, B = 2'b01, C= 2'b10;
	always@(a,y)
	begin
		case(y)
		A: if(a ==0) Y = A;
			else Y = B;
		B: if(a ==0) Y = A;
			else Y = C;
		C: if(a ==0) Y = A;
			else Y = C;
		default:Y = 2'bxx;
		endcase
	end
	always@(posedge Clock,negedge Resetn)
	begin
		if(Resetn == 0)
			y <= A;
		else
			y <= Y;
	end
	assign pulse=(y==B);
endmodule
module lab4(enter,change,sw,clock,reset,light);
	input enter,change,clock,reset;
	input [0:3] sw;
	wire [0:3] sw1;
	wire [0:1] sw2;
	wire clock1;
	output [0:6]light;
	inputCon in1(clock,enter,1,pulse_enter);
	inputCon in2(clock,change,1,pulse_change);
	register r1(sw,clock1,reset,sw1);
	compare c1(sw,sw1,res);
	comblock co1(res,pulse_enter,pulse_change,clock,reset,clock1,sw2[0],sw2[1]);
	display d1(sw2,light);
endmodule 
module register(D,Clock,Resetn,Q);
	input [0:3]D;
	input Resetn,Clock;
	output reg [0:3]Q;
	always @(posedge Clock, negedge Resetn)
	if (Resetn == 0)
		Q<=4'b0110;
	else 
		Q<=D;
endmodule 
==> ./run.sh <==
#!/bin/bash
# OpenROAD 26Q1-2900-gdf79404cd8, Yosys 0.63+post, stock flow scripts
make -C /OpenROAD-flow-scripts/flow DESIGN_CONFIG=/design/flow/config.mk WORK_HOME=/design/flow/orfs finish
==> ./config.mk <==
export PLATFORM = sky130hd
export DESIGN_NAME = lab4
export DESIGN_NICKNAME = lab4
export VERILOG_FILES = /design/flow/design.v
export SDC_FILE = /design/flow/constraint.sdc
export NUM_CORES = 4
export LEC_CHECK = 1
export CORE_AREA = 10 10 70 70
export DIE_AREA = 0 0 80 80
==> ./constraint.sdc <==
current_design lab4

set clk_period 1.8
set clk_io_pct 0.2

create_clock -name clk0 -period $clk_period [get_ports {clock}]

set non_clock_inputs [all_inputs -no_clocks]
set_input_delay [expr $clk_period * $clk_io_pct] -clock clk0 $non_clock_inputs
set_output_delay [expr $clk_period * $clk_io_pct] -clock clk0 [all_outputs]
==> run_results.csv <==
group,metric,value,unit
timing,min_period_over_period,99.8,%
timing,tightest_slew,0.434,ns
grt,grt_pass1_vias,484,
drt,m1WireLength,492,um
layout,drive_above_1_share,41.6,%
drt,highest_layer,"met3",
drt,antenna-diode-count,0,
floorplan,pin_count,15,
floorplan,die_w,80,um
clocking,clockBufferDepth,2,
placed_design,preCtsSetupSlack,-0.147,ns
floorplan,dieArea,6400,um2
placed_design,place_inst,117,
critical_path,required,1.44,ns
grt,antenna_found_initial,0,
synthesis,yosys.area.top_type,"dfrtp_1",
drt,drt-total-wl,1.11,mm
timing,period_minus_slack,1.80,ns
floorplan,core_area,3420,um2
flow_run,tool_warnings,29,
outcome,status,"complete, no violations",
grt,grt_use_total,3.93,%
timing,unclocked_regs,4,
clocking,path_clk_slew,0.06,ns
synthesis,synthesis.yosys.warnings,9,
drt,vias,441,
synthesis,area_leaders,"dfrtp_1 27%, dfxtp_1 13%, dfstp_2 12%",
placed_design,postPlaceCellArea,853,um2
timing,setup_slack,0.00364,ns
layout,final_cells,123,
pwr,power.switching,263,uW
synthesis,postSynthAreaPerCell,11.6,um2
clocking,cts_hold_buf,0,
synthesis,ys_ff,14,
grt,gr-total-overflow,0,
pwr,p_seq_share,33.3,%
critical_path,cp-start-kind,"flop",
floorplan,die_y,80,um
pwr,p_per_area,938,nW/um2
timing,fin_skew,0.00536,ns
layout,finalInstanceArea,946,um2
placed_design,place.gp.congestion,0.796,
pwr,ir_drop,0.543,mV
synthesis,syn_area,641,um2
timing,rsz0062_at_grt,"yes",
synthesis,ys_chip_area,641,um2
synthesis,syn_inst,55,
flow_run,cap_violations,0,
drt,dr.first_iter.drc_count,13,
placed_design,place_hpwl,880,um
timing,finalSetupViolCount,0,
synthesis,ys_types,24,
grt,grt_pass1_wl,2.13,mm
pwr,internal_power,624,uW
synthesis,async_flop_share,71.4,%
drt,vias_per_cell,3.59,
timing,report.final.slew_viol_count,0,
timing,hold_violations,0,
layout,area_growth,47.7,%
drt,wl_met3,120,um
drt,dr_wl_met2,496,um
critical_path,critPathMaxFanout,3,
critical_path,crit_arrival,1.44,ns
drt,route.detailed.drc,0,
clocking,ctsHtreeMaxLevel,1,
pwr,clockPowerShare,21.9,%
clocking,cts_tree,"built",
clocking,root_buffer,"clkbuf_4",
floorplan,rows,21,
synthesis,yosysSeqAreaShare,52.1,%
hold_path,hold_class,"in2async",
pwr,swShare,29.6,%
pwr,combPwrFrac,44.8,%
timing,relSlewSlack,71.0,%
timing,max_freq,0.557,GHz
timing,untimed_endpoints,4,
clocking,insertion_delay,0.26,ns
drt,ant_nets,0,
pwr,leakage,0.396,nW
grt,grt_max_degree,11,
critical_path,path_class,"reg2out",
synthesis,ff_type,"dfrtp_1",
synthesis,ys_cells,55,
drt,detail_route.first_pass.iterations,4,
synthesis,yosys.area.top_type_share,27.3,%
synthesis,edf_count,0,
clocking,cts_made_buffers,3,
placed_design,io_buffers,14,
critical_path,end_kind,"primary output",
drt,wire_per_inst,9.02,um
floorplan,floorplan.core_util,18.8,%
[critical path, cell delays in order (launching register included)]
cell and delay (ns):
dfrtp_1 0.38, or3_4 0.41, ha_4 0.30, buf_2 0.09
[synthesized netlist by cell type (2+ instances only)]
| library cell | instances |
|---|---|
| inv_1 | 6 |
| nor2_1 | 2 |
| buf_4 | 3 |
| xnor2_1 | 4 |
| ha_1 | 5 |
| dfxtp_1 | 4 |
| nand2_1 | 2 |
| nor2b_1 | 2 |
| dfstp_2 | 3 |
| and2_1 | 2 |
| o21ai_0 | 2 |
| o31ai_1 | 2 |
| dfrtp_1 | 7 |
[per-stage QoR]
step	TNS [ns]	total power, mW	hold WS [ns]	util, %
2_1_floorplan	0	0.542	0.0644	-
3_3_place_gp	-0.561	0.673	0.466	25.0
3_5_place_dp	-0.771	0.682	0.466	25.0
4_1_cts	-0.108	0.862	0.414	26.3
5_1_grt	-0.254	0.982	0.430	27.7
6_report	0	0.888	0.404	27.7
[what timing repair did]
action                     in CTS  in global routing
setup endpoints to repair       7                  7
hold endpoints to repair        0                  0
resized                        26                  9
setup buffers                   1                  1
pin swaps                       3                  4
[kinds of logic after synthesis]
logic type      count (synthesis)  synth area share (%)
simple gates                   13                  12.5
compound gates                  8                  8.79
mux                             1                  1.76
flops                          14                  52.1
buf+inv                         9                  7.03
fa+ha+maj                       5                  9.77
xor+xnor                        5                  8.01
[layer usage]
| layer | up-vias | global-route usage [%] |
|---|---|---|
| li1 | 224 | - |
| met1 | 204 | 5.00 |
| met2 | 13 | 5.94 |
| met3 | 0 | 2.27 |
| met4 | 0 | 0.176 |
| met5 | - | 0 |
[registers in the layout, indices dropped and copies added, names as in the netlist]
signal,count
in1.y,2
r1.Q,4
in2.y,2
co1.y,6
[power by group through the flow]
stage | sequential [mW] | clock (mW) | combinational (mW)
after CTS | 0.296 | 0.203 | 0.364
after global routing | 0.304 | 0.213 | 0.464
final | 0.296 | 0.195 | 0.397
[cells in the final DEF, fill, tap and decap left out, types with 2 or more instances in the layout]
master and n:
dfrtp_1 7, clkdlybuf4s50_1 7, inv_1 5, buf_6 5, buf_4 5, xnor2_1 4
dfxtp_1 4, ha_4 3, clkbuf_4 3, dfstp_2 3, buf_2 3, nand2_1 2
o31ai_1 2, o21ai_0 2, nor2_1 2, nor2b_1 2, and2_1 2, ha_1 2
[cell type report]
class | instances | area (um2)
Multi-Input combinational cell | 32 | 309
Sequential cell | 14 | 334
Fill cell | 363 | 2470
Inverter | 6 | 25.0
Clock buffer | 4 | 36.3
Timing Repair Buffer | 21 | 184
Tap cell | 46 | 57.6
[worst paths after layout]
check | endpoint | slack [ns] | cells past startpoint | start
setup / recovery | light[5] | 0.004 | 3 | co1.y[5]
hold / removal | co1.y[3] | 0.40 | 1 | reset
setup reg to reg | co1.y[2] | 0.51 | 5 | in2.y[1]
hold reg to reg | co1.y[2] | 0.50 | 1 | co1.y[2]
max in group asynchronous | co1.y[0] | 1.07 | 1 | reset
min in group clk0 | co1.y[2] | 0.50 | 1 | co1.y[2]
Power and IR drop assume default switching activity.
