### flow/constraint.sdc
current_design alu3

set clk_period 2.7
set clk_io_pct 0.2

create_clock -name clk0 -period $clk_period [get_ports {Clock}]

set non_clock_inputs [all_inputs -no_clocks]
set_input_delay [expr $clk_period * $clk_io_pct] -clock clk0 $non_clock_inputs
set_output_delay [expr $clk_period * $clk_io_pct] -clock clk0 [all_outputs]
### flow/design.v
module adder(carryin, X, Y, S, carryout);
	input carryin;
	input [2:0]X, Y;
	output [2:0]S;
	output carryout;
	wire [2:1]C;
	fulladd stage0(carryin, X[0], Y[0], S[0], C[1]);
	fulladd stage1(C[1], X[1], Y[1], S[1], C[2]);
	fulladd stage2(.Cout(carryout), .s(S[2]), .y(Y[2]), .x(X[2]), .Cin(C[2]));
endmodule 
module fulladd(Cin, x, y, s, Cout);
	input Cin, x, y;
	output s, Cout;
	assign s = x ^ y ^ Cin;
	assign Cout = (x & y) | (Cin & x) | (Cin & y);
endmodule 
module alu3(X, leds, Clock, Resetn);
	input [2:0]X;
	input Clock, Resetn;
	wire [2:0]w1, w2;
	wire [3:0]w3;
	output [0:6]leds;
	register reg1(X, Clock, Resetn, w1);
	adder add1(0, w1, w2, w3[2:0], w3[3]);
	register reg2(w3[2:0], Clock, Resetn, w2);
	hex7seg hex(w3, leds);
endmodule 
module hex7seg(hex,leds);
	input [3:0]hex;
	output reg [0:6]leds;
	always @(hex)
		case(hex)
			0: leds = 7'b0000001;
			1: leds = 7'b1001111;
			2: leds = 7'b0010010;
			3: leds = 7'b0000110;
			4: leds = 7'b1001100;
			5: leds = 7'b0100100;
			6: leds = 7'b0100000;
			7: leds = 7'b0001111;
			8: leds = 7'b0000000;
			9: leds = 7'b0000100;
			10: leds = 7'b0001000;
			11: leds = 7'b1100000;
			12: leds = 7'b0110001;
			13: leds = 7'b1000010;
			14: leds = 7'b0110000;
			15: leds = 7'b0111000;
		endcase 
endmodule
module register(D,Clock,Resetn,Q);
	input [0:3]D;
	input Resetn,Clock;
	output reg [0:3]Q;
	always @(posedge Clock, negedge Resetn)
	if (Resetn == 0)
		Q<=4'b0110;
	else 
		Q<=D;
endmodule 
### flow/run.sh
#!/bin/bash
# OpenROAD 26Q1-2900-gdf79404cd8, Yosys 0.63+post, stock flow scripts
make -C /OpenROAD-flow-scripts/flow DESIGN_CONFIG=/design/flow/config.mk WORK_HOME=/design/flow/orfs finish
### flow/config.mk
export PLATFORM = sky130hd
export DESIGN_NAME = alu3
export DESIGN_NICKNAME = alu3
export VERILOG_FILES = /design/flow/design.v
export SDC_FILE = /design/flow/constraint.sdc
export NUM_CORES = 4
export LEC_CHECK = 1
export CORE_AREA = 10 10 72 72
export DIE_AREA = 0 0 82 82
==> ci_impl_report.md <==
## Implementation flow summary

| Metric | Value |
|---|---|
| Comb pwr share | `79.1%` |
| Cell Pwr Density | `1580 nW/µm²` |
| CTS root buf | `clkbuf_8` |
| Share of cells above drive strength 1 | `56.5%` |
| Rel. slew slack | `84.0%` |
| Remaining DRCs | `0` |
| Most common logic cells in the final layout | `buf_4, mux2i_1, ha_1` |
| Reg-to-reg setup timing slack | `0.72 ns` |
| Peak Freq | `347 MHz` |
| Die Wd | `82 µm` |
| Clk latency of the worst-skew pair | `0.22 ns` |
| Cell variety after synth | `17` |
| Crit path from | `reg1.Q[3]$_DFF_PN0_` |
| Outcome | `finished, violations left` |
| Number of fill cells | `398` |
| Crit Path Class | `flip-flop to output port` |
| Grt met3 use | `0.881%` |
| Crit. End Element | `output port` |
| Via count | `400` |
| Final hold vios | `0` |
| Critical path arrival | `2.34 ns` |
| Number of global-route vias before repair | `434` |
| Area grow syn2layout | `66.4%` |
| OpenROAD warnings | `32` |
| DIE AREA | `6720 µm²` |
| WL per Instance | `9.57 µm` |
| Peak supply drop | `0.000423 V` |
| Switching share of total power | `35.4%` |
| Worst-path clk slew | `0.03 ns` |
| Slew Viols, Final | `0` |
| Top cells by area | `dfstp_2, ha_1, mux2i_1, dfrtp_1, fa_1` |
| # diodes | `0` |
| Post-Syn Area per Cell | `11.5 µm²` |
| Worst hold path class | `input pin to asynchronous set/reset pin` |
| First-pass GRT wire length | `1.92 mm` |
| P_int | `821 µW` |
| Placer Congestion | `0.774` |
| Synth top area share | `21.7%` |
| Critical Path End | `leds[3]` |
| Largest net degree at the start of global routing | `8` |
| Dpl hpwl | `886 µm` |
| Sequential Power Share | `10.8%` |
| Reg2reg end | `reg2.Q[1]$_DFF_PN1_` |
| Final WL | `1.12 mm` |
| Yosys cell count | `42` |
| Clk pwr share | `10.1%` |
| Least-Margin Pin Slew | `0.240 ns` |
| Period minus WS final | `2.88 ns` |
| Post-synth top area cell | `dfstp_2` |
| Final Cycle Share | `107%` |
| Core area | `3690 µm²` |
| R2r startpoint | `reg1.Q[3]$_DFF_PN0_` |
| TritonCTS buffer count | `3` |
| Synthesized instance count | `42` |
| Register area share after synthesis | `32.0%` |
| GRT met2 Usage | `5.80%` |
| TritonCTS clock tree | `built` |
| Total power | `1.27 mW` |
| Commonest non-fill, non-tap cell in the layout | `buf_4` |
| Initial Util | `13.1%` |
| Met1 global-route usage | `4.26%` |
| Post-DR vias/cell | `3.42` |
| Initial antenna violation count | `0` |
| Max Root-Sink Buffers | `2` |
| Post-route setup TNS | `-0.581 ns` |
| Setup Skew | `0.000388 ns` |
| First-pass DRT Iterations | `4` |
| Psw | `450 µW` |
| Initial drt markers | `6` |
| Antenna Nets Post-Route | `0` |
| Worst Reg-to-Reg Cells | `8` |
| RSZ-0062 raised after global routing | `yes` |
| Registers, synthesis | `6` |
| Input/output buffers | `11` |
| Die H | `82 µm` |
| GRT busiest layer | `met2` |
| IO Count | `12` |
| Grt ovf | `0` |
| PnR worst setup slack | `-0.178 ns` |
| YS chip area | `484 µm²` |
| Critical Path RT | `2.16 ns` |
| Failing checks | `negative setup slack` |
| Leakage | `0.387 nW` |
| Finish-stage setup viols | `7` |
| Maxcap violations | `0` |
| CTS Sinks | `6` |
| Row count | `22` |
| H-tree levels | `1` |
| Ys Warns | `7` |
| CP Launch Type | `flip-flop` |
| Total global-route track usage | `3.50%` |
| Crit-path max FO | `4` |
| Area of the mapped netlist | `484 µm²` |
-- worst min path at each step --
stage	from	slack (ns)	endpoint
global route	Resetn	0.57	reg1.Q[3]$_DFF_PN0_
finish	Resetn	0.55	reg1.Q[3]$_DFF_PN0_
CTS	Resetn	0.56	reg1.Q[3]$_DFF_PN0_
-- cell families (layout without fill, tap and decap cells) --
logic type	Yosys count	after routing	share of synthesized area (%)
and+or+nand+nor	4	4	5.43
AOI/OAI and AO/OA	5	5	6.72
muxes	8	8	19.4
DFF	6	6	32.0
buffers and inverters	10	37	10.1
adders and majority gates	9	9	26.4
-- metal layers --
layer / part of all wire [%] / up-vias
met2: 50 / 6
li1: - / 198
met5: 0 / -
met1: 44 / 194
met3: 3.7 / 2
met4: 2.4 / 0
-- worst max-delay path, stage by stage, from the launching register on --
cell and delay, ns:
dfrtp_1 0.33, ha_1 0.16, inv_2 0.04, fa_2 0.37
fa_2 0.60, mux4_2 0.50, buf_2 0.12
-- power groups by stage --
stage / clock network [mW] / registers [mW] / logic [mW]
final: 0.128 / 0.137 / 1.01
after CTS: 0.133 / 0.138 / 1.02
after global routing: 0.142 / 0.139 / 1.12
-- registers in the layout (all words and copies together), names as in the netlist --
register	flops
reg1.Q	3
reg2.Q	3
-- metrics by stage --
step                      worst slack, ns  std cells  hold WS (ns)  area (µm²)  utilization (%)
after floorplan                     0.126         42         0.244         484                -
after global placement             -0.371        108         0.613         703             19.1
after detailed placement           -0.413        108         0.620         703             19.1
after CTS                          -0.214        117         0.561         806             21.8
after global routing               -0.252        117         0.568         806             21.8
final                              -0.178        117         0.553         806             21.8
-- cells in the mapped netlist --
master / count
buf_4: 1
buf_6: 1
dfrtp_1: 2
dfstp_2: 4
fa_1: 2
ha_1: 7
inv_1: 8
mux2_2: 1
mux2i_1: 6
mux4_2: 1
nand3_1: 2
nand3b_1: 1
o21ai_0: 2
o22ai_1: 1
o31ai_1: 1
o32ai_1: 1
or2b_2: 1
-- layout make-up --
| cell class | instances | area, µm² | area share, % |
|---|---|---|---|
| multi-input cells | 26 | 317 | 39.3 |
| repair buffers | 26 | 203 | 25.2 |
| flip-flops and latches | 6 | 155 | 19.3 |
| well taps | 48 | 60.1 | 7.45 |
| clock buffers | 3 | 41.3 | 5.12 |
| inverters | 8 | 30.0 | 3.73 |
-- what timing repair did --
action | in CTS | in global routing
resized | 29 | 0
setup endpoints to repair | 7 | 7
buffers inserted | 6 | 0
pin swaps | 2 | 1
hold buffers | 0 | 0
Power and IR drop assume default switching activity.
